==> design.v <==
`timescale 1ns / 1ps
module CacheLookup(ADDR,DIN,WE,RST,CLK,DOUT,FOUND);
	input [31:0] ADDR;
	input [31+3+1:0] DIN;
	input WE, RST, CLK;
	output reg [31:0] DOUT;
	output reg FOUND;
	reg [31+32+3+1:0] lookup [31:0];
	reg [31:0] found_row [31:0];
	reg [31:0] above, m_one;
	integer i;
	integer j;
	always @(posedge CLK)
	begin
		if (RST) begin
			for (i=0;i<32;i=i+1) begin
				lookup[i] <= 0;
			end
		end else if (WE) begin
			for (i=31;i>0;i=i-1) begin
				lookup[i] <= lookup[i-1];
			end
			lookup[0] <= {ADDR,DIN};
		end
	end
	always @(*)
	begin
		m_one = -1;
		for (i=0;i<32;i=i+1) begin
			if (i == 0) begin
				above[i] = ({ADDR,DIN[31+3+1:32]} == lookup[i][31+32+3+1:32]);
			end else begin
				above[i] = (above[i-1]) | ({ADDR,DIN[31+3+1:32]} == lookup[i][31+32+3+1:32]);
			end
		end
		FOUND = |above;
		for (i=0;i<32;i=i+1) begin
			if (i == 0) begin
				found_row[i] = (above == m_one << i) ? lookup[i][31:0] : 0;
			end else begin
				found_row[i] = found_row[i-1] + ((above == m_one << i) ? lookup[i][31:0] : 0);
			end
		end
		DOUT = found_row[31];
	end
endmodule
==> run.sh <==
#!/bin/bash
# OpenROAD 26Q1-2900-gdf79404cd8, Yosys 0.63+post, stock flow scripts
make -C /OpenROAD-flow-scripts/flow DESIGN_CONFIG=/design/flow/config.mk WORK_HOME=/design/flow/orfs finish
==> config.mk <==
export PLATFORM = sky130hd
export DESIGN_NAME = CacheLookup
export DESIGN_NICKNAME = CacheLookup
export VERILOG_FILES = /design/flow/design.v
export SDC_FILE = /design/flow/constraint.sdc
export NUM_CORES = 4
export LEC_CHECK = 1
export CORE_UTILIZATION = 40
==> constraint.sdc <==
current_design CacheLookup

set clk_period 28.1
set clk_io_pct 0.2

create_clock -name clk0 -period $clk_period [get_ports {CLK}]

set non_clock_inputs [all_inputs -no_clocks]
set_input_delay [expr $clk_period * $clk_io_pct] -clock clk0 $non_clock_inputs
set_output_delay [expr $clk_period * $clk_io_pct] -clock clk0 [all_outputs]
==> results.cfg <==
; yosys + openroad results
[placement]
placed_area_sq_mm = 0.1219
port_buffers = 103
gp_congestion = 0.9730
hpwlAfterDp_microns = 234800

[sta]
slew_violations = 0
whs_ns = 0.4263
finalClockPeriodUsage_pct = 85.42
fmax_mhz = 41.66
setup_tns_ns = 0
report.final.hold_viol_count = 0
tightest_slew_ns = 1.065
rsz0062_at_grt = no
timing.final.crit_period_ns = 24.00
setup_viol = 0
finalClockSkew_ns = 0.1068
slew_headroom_pct = 28.76

[final_layout]
area.sequential_sq_mm = 0.04356
drive_above_1_share_pct = 5.201
layout_top_cells = nor2_1, mux2i_1, dfxtp_1
regMostFlops = lookup
top_regs = lookup x2176
logic_area_sq_mm = 0.06767
syn_to_final_growth_pct = 9.969
n_fill_cell = 27000
final_util_pct = 44.18
largest_reg_flops = 2176
final_area_sq_mm = 0.1298
final_common_cell = nor2_1

[setup_path]
slowest_delay_ns = 0.88
crit_arrival_ns = 18.38
startpoint = ADDR[1]
critPathMaxFanout = 31
worst_setup_path_start_kind = input port
worst_setup_path_end_kind = primary output
crit_required_ns = 22.48
crit_family = adder cells
r2r-start = lookup[26][56]$_SDFFE_PP0P_
worstSetupPathType = in -> out
path_common_cell = fa_1
crit_slowest_cell = or4_1
cp.buffers_inverters = 10

[pwr]
combPwrFrac_pct = 6.0
pwr-share-clk_pct = 47.7
power_density_mw_per_mm2 = 51.78
swShare_pct = 23.84
p_leak_nw = 59.03
p_int_mw = 5.118
seqPwrFrac_pct = 46.3
p_switching_mw = 1.602
ir_worst_vdd_mv = 0.06150

[floorplanning]
chipWidth_microns = 545.2
fp.dieH_microns = 545.2
floorplan.core_util_pct = 40.17
row_count = 199
die-area_sq_mm = 0.2973
io_pins = 104
core_region_area_sq_mm = 0.2938

[status]
status = finished clean

[clocking]
clock_path_buffers = 4
ctsResizeCount = 0
cts_buffers = 238
clk_latency_ns = 0.92
clockRootBuffer = clkbuf_16
postCtsHoldBufs = 0
clock_sinks = 2176
tritoncts = built
cts_setup_buffers = 0
htreeDepth = 4
clk_pin_slew_ns = 0.06

[synth]
synth.cell_area_sq_mm = 0.1180
fa_ha_area_share_pct = 15.82
yosysSeqAreaShare_pct = 36.91
top_cell_area_share_pct = 36.91
syn_area_per_cell_sq_um = 9.869
yosys_area_sq_mm = 0.1180
ys_ff = 2176
ys.warnings.count = 3
ys_types = 68
ys_cells = 11960
syn-instance-count = 11960
ff_type = dfxtp_1
ys_sh_simple_pct = 13.50
top_logic_kind = multiplexers
aoi_share_pct = 0.4516
area_leaders = dfxtp_1, mux2i_1, fa_1
xor_area_share_pct = 8.975
ys_async_sr_fraction_pct = 0
mux_share_pct = 18.46
yosysTopAreaCell = dfxtp_1
synth-edff-count = 0

[drt]
post_drt_wl_per_cell_microns = 20.89
ant_nets = 0
drc = 0
vias_per_cell = 4.988
wirelength_microns = 330900
route.vias.total = 79030
drt_iter0_markers = 5441
first_pass_iters = 24

[worst_hold_path]
hold_path.class = reg -> reg
worstHoldStart = lookup[28][28]$_SDFFE_PP0P_

[global_routing]
grt_first_pass_wirelength_microns = 507600
grt_use_met3_pct = 9.223
top_usage_layer = met1
antenna_found_initial = 5
grtUsageMet1_pct = 37.42
grtUsageTotal_pct = 23.29
grt-ovfl-total = 0
grt_start_max_net_pins = 165
grt_pass1_vias = 78850
use_met2_pct = 30.29

[flow_run]
maxCapViolCount = 0
warnings = 45
-- logic make-up (layout without fill, tap and decap cells) --
logic type	Yosys count	in the layout
flops	2176	2176
buf+inv	1661	1621
fa+ha+maj	951	951
simple gates	3706	3706
other cells	0	4
xor+xnor	1208	1208
mux	2177	2177
compound gates	81	81
-- per-layer routing --
metal  vias to the layer above  wire (microns)  share of wire, %
met5                         -              63             0.019
met4                         4            8631               2.6
met2                      2535          130000                39
li1                      37630               -                 -
met3                       535           35380                11
met1                     38330          156900                47
-- metrics by stage --
stage               setup slack, ns  instances  power (mW)
floorplan                     7.118      11960       3.476
global placement              4.132      15420       3.575
detailed placement            4.185      15420       3.575
CTS                           4.102      15840       6.782
global route                  3.449      15840       6.918
finish                        4.096      15840       6.720
-- Yosys cell counts (20+ instances only) --
library cell	count
buf_6	28
buf_2	48
nand4_1	174
dfxtp_1	2176
fa_1	903
nand3_1	22
ha_1	48
buf_4	55
clkbuf_1	440
nand2_1	699
xor2_1	591
and2_1	320
a21oi_1	20
nor4_1	180
inv_1	932
nor3_1	34
mux2i_1	2177
xnor2_1	616
buf_1	140
nor2_1	2219
-- worst min-delay path, delay by kind of cell (launching register included) --
kind	cells	cell delay, ns
flip-flops	1	0.34
multiplexers	1	0.07
AND/OR/NAND/NOR	1	0.07
-- power by group through the flow --
| stage | Sequential [mW] | Clock [mW] | Combinational (mW) |
|---|---|---|---|
| 5_1_grt | 3.11 | 3.39 | 0.422 |
| 4_1_cts | 3.11 | 3.27 | 0.400 |
| 6_report | 3.11 | 3.21 | 0.404 |
-- path summary, 6_finish.rpt --
| check | endpoint | slack (ns) | depth (start not counted) |
|---|---|---|---|
| max | DOUT[28] | 4.10 | 40 |
| min | lookup[29][28]$_SDFFE_PP0P_ | 0.43 | 2 |
| min reg2reg | lookup[29][28]$_SDFFE_PP0P_ | 0.43 | 2 |
| max reg2reg | lookup[26][56]$_SDFFE_PP0P_ | 27.17 | 2 |
-- final cells by class --
type / instances / area share, %
Multi-Input combinational cell: 8123 / 52.14
Tap cell: 3919 / 3.778
Antenna cell: 4 / 0.007712
Clock buffer: 335 / 5.287
Inverter: 932 / 2.695
Sequential cell: 2176 / 33.56
Clock inverter: 84 / 0.8097
Timing Repair Buffer: 270 / 1.724
Power figures rest on the tool's default switching activity, not on a simulated workload.
